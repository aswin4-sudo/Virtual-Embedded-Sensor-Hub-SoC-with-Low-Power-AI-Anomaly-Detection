[design.v]
module fsm (
    input wire clk,
    input wire reset,
    input wire [1:0] ai_signal,   
    input wire ack,
    output reg [1:0] state,
    output reg sensor_enable,
    output reg alert_flag,
    output reg [7:0] uart_out      
);
    parameter SLEEP  = 2'b00,
              ACTIVE = 2'b01,
              ALERT  = 2'b10;
    integer alert_counter;
    integer sleep_counter;
    always @(posedge clk or posedge reset) begin
        if (reset) begin
            state <= SLEEP;
            sensor_enable <= 0;
            alert_flag <= 0;
            alert_counter <= 0;
            sleep_counter <= 0;
            uart_out <= "0";
        end else begin
            case (state)
                SLEEP: begin
                    sensor_enable <= 0;
                    alert_flag <= 0;
                    alert_counter <= 0;
                    if (ai_signal == 2'b01) begin
                        sleep_counter <= sleep_counter + 1;
                    end else if (ai_signal == 2'b00) begin
                        state <= ACTIVE;
                        sleep_counter <= 0;
                    end else if (ai_signal == 2'b10) begin
                        state <= SLEEP;
                        sleep_counter <= 0;
                    end
                    if (sleep_counter >= 3) begin  
                        state <= ALERT;
                        sleep_counter <= 0;
                    end
                end
                ACTIVE: begin
                    sensor_enable <= 1;
                    alert_flag <= 0;
                    sleep_counter <= 0;
                    if (ai_signal == 2'b01) begin
                        state <= ALERT;
                        alert_counter <= 0;
                    end else if (ai_signal == 2'b10) begin
                        state <= SLEEP;
                    end
                end
                ALERT: begin
                    sensor_enable <= 0;
                    alert_flag <= 1;
                    sleep_counter <= 0;
                    alert_counter <= alert_counter + 1;
                    if (ack == 1 || alert_counter >= 5) begin
                        state <= SLEEP;
                        alert_counter <= 0;
                    end
                end
                default: begin
                    state <= SLEEP;
                    sensor_enable <= 0;
                    alert_flag <= 0;
                    alert_counter <= 0;
                    sleep_counter <= 0;
                end
            endcase
            case (state)
                SLEEP:  uart_out <= "0"; 
                ACTIVE: uart_out <= "1"; 
                ALERT:  uart_out <= "A"; 
                default: uart_out <= "0";
            endcase
        end
    end
endmodule
[run.sh]
#!/bin/bash
# OpenROAD 26Q1-2900-gdf79404cd8, Yosys 0.63+post, stock flow scripts
make -C /OpenROAD-flow-scripts/flow DESIGN_CONFIG=/design/flow/config.mk WORK_HOME=/design/flow/orfs finish
[config.mk]
export PLATFORM = sky130hd
export DESIGN_NAME = fsm
export DESIGN_NICKNAME = fsm
export VERILOG_FILES = /design/flow/design.v
export SDC_FILE = /design/flow/constraint.sdc
export NUM_CORES = 4
export LEC_CHECK = 1
export CORE_UTILIZATION = 50
[constraint.sdc]
current_design fsm

set clk_period 5.0
set clk_io_pct 0.2

create_clock -name clk0 -period $clk_period [get_ports {clk}]

set non_clock_inputs [all_inputs -no_clocks]
set_input_delay [expr $clk_period * $clk_io_pct] -clock clk0 $non_clock_inputs
set_output_delay [expr $clk_period * $clk_io_pct] -clock clk0 [all_outputs]
==> flow_summary.yaml <==
# yosys + openroad results
place:
  port_buffers: 12
  pre_cts_slack_ps: 1690
  gp_congestion: 0.892
  dp_hpwl_mm: 4.77
timing:
  clock.fmax_mhz: 338
  fin_skew_ps: 11.1
  worst_slack_ps: 2040
  setup_viol: 0
  finalCritPeriodShare_pct: 59.1
  maxSlewHeadroom_pct: 37.5
  fin_setup_tns_ps: 0
  timing.final.crit_period_ps: 2960
  whs_ps: 546
  tightest_slew_ps: 933
  drv_slew: 0
  hold_viol_final: 0
  rsz0062_at_grt: "false"
clock_tree:
  ctsResizeCount: 0
  path_clk_slew_ps: 80
  cts_sinks: 70
  numCtsBuffers: 9
  cts_tree: "done"
  clock_latency_ps: 340
  post_cts_buffers: 0
  hold_buffers: 0
  clk_path_buf_depth: 2
  htreeDepth: 3
  cts-root-buf: "clkbuf_8"
synthesis:
  synth-async-reset-ratio_pct: 100
  ys_cells: 409
  ys_area_sq_um: 3790
  ys_warn_count: 1
  ys.flops: 70
  netlist-cell-type-count: 47
  postSynthCellCount: 409
  ys.flop_type: "dfrtp_1"
  ys_seq_share_pct: 46.2
  syn_area_sq_um: 3790
  syn_avg_cell_area_sq_um: 9.27
  edf_count: 0
worst_setup_path:
  criticalPathCategory: "in -> reg"
  start_kind: "input pin"
  cp_cell_sequence: "clkdlybuf4s50_1, nand2b_1, a211oi_1, nand4_1, xor2_1, nor2_1"
  cp_slowest_cell: "a211oi_1"
  worstPathRequired_ps: 5220
  cp_max_fo: 12
  end_kind: "register"
  ff2ff_setup_slack_ps: 2460
  reg2reg_from: "sleep_counter[26]$_DFFE_PP0P_"
  arrival_ps: 3180
  r2r-end: "sleep_counter[24]$_DFFE_PP0P_"
  cpPeakStageDelay_ps: 830
  r2r_cells: 6
pwr:
  p_int_mw: 1.01
  power_mw: 1.36
  power_density_nw_per_um2: 327
  ir_worst_vdd_mv: 0.206
  clockPowerShare_pct: 39.1
  p_seq_share_pct: 44.6
  power_switching_mw: 0.359
  sw_frac_of_total_pct: 26.3
  power_frac_comb_pct: 16.3
  p_leak_nw: 1.69
min_path:
  min_path_type: "reg -> reg"
  hold_path_depth: 2
  worst_hold_path.endpoint: "sleep_counter[31]$_DFFE_PP0P_"
  min_from: "sleep_counter[31]$_DFFE_PP0P_"
floorplan:
  fp.dieW_um: 89.1
  coreArea_sq_um: 7290
  dieHeight_um: 89.1
  chipArea_sq_um: 7930
  fp_util_pct: 52.0
  rows: 31
  pin_count: 17
route:
  antenna-diode-count: 0
  vias: 2798
  viasPerCell: 5.40
  drt_iter0_markers: 143
  dr.pass1.iters: 4
  post-route-drc-count: 0
  antenna_left: 0
  wl_mm: 7.20
  drt-wirelength-per-cell_um: 13.9
grt:
  antenna_found_initial: 0
  grt_max_degree: 38
  grt_pass1_vias: 2476
  grtUsageTotal_pct: 19.8
  grt_pass1_wl_mm: 11.8
  grt.overflow.total: 0
status:
  outcome: "finished, final reports clean"
layout:
  final_util_pct: 57.2
  seqCellArea_sq_um: 1750
  fillCellCount: 645
  synthToLayoutAreaGrowth_pct: 10.0
  drive_gt1_share_pct: 5.73
  combGateArea_sq_um: 1860
job:
  warnings: 30
  maxCapViolCount: 0
-- through the flow --
step	cell area (sq um)	cells
after floorplan	3800	412
after global placement	3940	502
after detailed placement	3940	502
after CTS	4170	518
after global routing	4170	518
final	4170	518
-- power groups by stage --
stage                 clock [mW]  combinational, mW  sequential (mW)
after CTS                  0.549              0.227            0.609
after global routing       0.575              0.253            0.613
final                      0.534              0.222            0.609
-- cell families after synthesis --
| logic type | Yosys count | share of synthesized area [%] |
|---|---|---|
| xor gates and xnor gates | 51 | 11.8 |
| buffers and inverters | 40 | 5.08 |
| muxes | 2 | 0.561 |
| DFF | 70 | 46.2 |
| adders and majority gates | 8 | 2.64 |
| other | 1 | 0.0989 |
| and+or+nand+nor | 201 | 27.6 |
| AOI/OAI and AO/OA | 36 | 6.01 |
-- cells in the final DEF, fill, tap and decap left out, types with 9 or more instances in the layout --
master and instances:
clkbuf_8 9, clkdlybuf4s50_1 12, dfrtp_1 69, inv_1 15, nand2_1 28, nand3_1 26, nand4_1 19, nor2_1 63
nor4_1 21, o21ai_0 12, xnor2_1 20, xor2_1 31
-- metal layers --
metal  vias to the layer above  track usage [%]  wire length (um)
met2                        37             25.9              2900
met1                      1335             36.2              3930
met4                         0             2.60               100
met3                         9             3.56               269
met5                         -                0                 0
li1                       1417                -                 -
-- state kept, by name (all words and copies together), names as in the netlist --
register and count:
uart_out 3, sensor_enable 1, alert_counter 32, sleep_counter 32, state 2
-- synthesized netlist by cell type, drive strengths merged (2+ instances only) --
library cell,count,area (sq um)
or4,2,15.0
buf,11,81.3
nand2,29,125
dfrtp,69,1730
xnor2,20,175
a21oi,9,45.0
nand3,26,130
xor2,31,272
a211oi,4,30.0
nor2b,3,18.8
and4,8,70.1
clkbuf,13,51.3
or3,6,37.5
nor3,6,30.0
ha,8,100
o21ai,12,60.1
nand4,20,140
nor4,21,131
nand2b,2,12.5
and3,8,50.1
and2,3,18.8
inv,16,60.1
nor2,63,236
o221ai,2,17.5
-- worst max-delay path: cells and delay by family --
family | cells | cell delay, ps
buf+inv | 1 | 600
xor+xnor | 1 | 170
compound gates | 1 | 830
simple gates | 3 | 570
-- how the worst max path moves through the flow --
stage / from / end / slack [ps]
4_1_cts: ai_signal[1] / alert_counter[15]$_DFFE_PP0P_ / 2050
5_1_grt: ai_signal[1] / alert_counter[15]$_DFFE_PP0P_ / 1920
6_report: ai_signal[1] / alert_counter[15]$_DFFE_PP0P_ / 2040
-- cell type report --
type / instances / area share (%)
inverters: 16 / 1.44
repair buffers: 15 / 3.42
well taps: 99 / 2.97
flip-flops and latches: 70 / 42.0
clock inverters: 4 / 2.28
clock buffers: 12 / 3.24
multi-input cells: 302 / 44.6
Power figures rest on the tool's default switching activity, not on a simulated workload.
